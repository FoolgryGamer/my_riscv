===== flow/design.v =====
module core_id_stage(
    input  logic [31:0]  i_instr,
    output logic         o_src1_reg_en, o_src2_reg_en,
    output logic         o_jal, o_alures2reg, o_memory2reg, o_mem_write,
    output logic [ 4:0]  o_src1_reg_addr, o_src2_reg_addr, o_dst_reg_addr,
    output logic [ 6:0]  o_opcode, o_funct7,
    output logic [ 2:0]  o_funct3,
    output logic [31:0]  o_imm
);
assign {o_funct7, o_src2_reg_addr, o_src1_reg_addr, o_funct3, o_dst_reg_addr, o_opcode} = i_instr;
enum {UKNOWN_TYPE, R_TYPE, I_TYPE, IZ_TYPE, S_TYPE, B_TYPE, U_TYPE, J_TYPE} instr_type;
localparam  OPCODE_AUIPC         = 7'b0010111,    
            OPCODE_LUI           = 7'b0110111,    
            OPCODE_JAL           = 7'b1101111,    
            OPCODE_JALR          = 7'b1100111,    
            OPCODE_BRANCH        = 7'b1100011,    
            OPCODE_ALI           = 7'b0010011,    
            OPCODE_ALR           = 7'b0110011,    
            OPCODE_LOAD          = 7'b0000011,    
            OPCODE_STORE         = 7'b0100011;    
assign o_jal             = (o_opcode == OPCODE_JAL );
assign o_memory2reg      = (o_opcode == OPCODE_LOAD );
assign o_mem_write       = (o_opcode == OPCODE_STORE);
assign o_alures2reg      = (o_opcode == OPCODE_JAL || o_opcode == OPCODE_JALR  ||
                            o_opcode == OPCODE_LUI || o_opcode == OPCODE_AUIPC || 
                            o_opcode == OPCODE_ALI || o_opcode == OPCODE_ALR     );
always_comb          
    case(o_opcode)
        OPCODE_AUIPC  : instr_type <= U_TYPE;
        OPCODE_JAL    : instr_type <= J_TYPE;
        OPCODE_JALR   : instr_type <= I_TYPE;
        OPCODE_BRANCH : instr_type <= B_TYPE;
        OPCODE_LUI    : instr_type <= U_TYPE;
        OPCODE_ALI    : instr_type <= I_TYPE;
        OPCODE_ALR    : instr_type <= R_TYPE;
        OPCODE_LOAD   : instr_type <= I_TYPE;
        OPCODE_STORE  : instr_type <= S_TYPE;
        default       : instr_type <= UKNOWN_TYPE;
    endcase
always_comb          
    case(instr_type)
        I_TYPE : o_imm <= {{20{i_instr[31]}} , i_instr[31:20]};
        IZ_TYPE: o_imm <= { 20'h0          , i_instr[31:20]};
        S_TYPE : o_imm <= {{20{i_instr[31]}} , i_instr[31:25], i_instr[11:7]};
        B_TYPE : o_imm <= {{20{i_instr[31]}} , i_instr[7], i_instr[30:25], i_instr[11:8], 1'b0};
        U_TYPE : o_imm <= { i_instr[31:12]   , 12'h0 };
        J_TYPE : o_imm <= {{12{i_instr[31]}} , i_instr[19:12], i_instr[20], i_instr[30:21], 1'b0};
        default: o_imm <= 0;
    endcase
always_comb          
    case(instr_type)
        R_TYPE : {o_src2_reg_en, o_src1_reg_en} <= 2'b11;
        I_TYPE : {o_src2_reg_en, o_src1_reg_en} <= 2'b01;
        IZ_TYPE: {o_src2_reg_en, o_src1_reg_en} <= 2'b01;
        S_TYPE : {o_src2_reg_en, o_src1_reg_en} <= 2'b11;
        B_TYPE : {o_src2_reg_en, o_src1_reg_en} <= 2'b11;
        default: {o_src2_reg_en, o_src1_reg_en} <= 2'b00;
    endcase
endmodule

===== flow/run.sh =====
#!/bin/bash
# OpenROAD 26Q1-2900-gdf79404cd8, Yosys 0.63+post, stock flow scripts
make -C /OpenROAD-flow-scripts/flow DESIGN_CONFIG=/design/flow/config.mk WORK_HOME=/design/flow/orfs finish

===== flow/config.mk =====
export PLATFORM = sky130hd
export DESIGN_NAME = core_id_stage
export DESIGN_NICKNAME = core_id_stage
export VERILOG_FILES = /design/flow/design.v
export SDC_FILE = /design/flow/constraint.sdc
export NUM_CORES = 4
export LEC_CHECK = 1
export CORE_AREA = 10 10 70 70
export DIE_AREA = 0 0 80 80

===== flow/constraint.sdc =====
current_design core_id_stage

set clk_period 4.3
set clk_io_pct 0.2

create_clock -name clk0 -period $clk_period

set non_clock_inputs [all_inputs -no_clocks]
set_input_delay [expr $clk_period * $clk_io_pct] -clock clk0 $non_clock_inputs
set_output_delay [expr $clk_period * $clk_io_pct] -clock clk0 [all_outputs]

==> impl_metrics.toml <==
# physical design summary
[floorplanning]
die_area_um2 = 6400
ioPinCount = 102
fp_util = 0.240
die-width_um = 80
die_height_um = 80
core_um2 = 3420
rows = 21

[synth]
netlist_area_um2 = 820
netlist_instances = 117
syn_area_per_cell_um2 = 7.00
logic_family = "AND-OR/OR-AND gates"
synth-simple-area-share = 0.302
yosys-stat-area_um2 = 820
xor_share = 0.0107
top_area_frac = 0.293
synth.area.top_cells = "buf_4 29%, a21o_1 18%, and2_1 6.1%, a22o_1 4.3%, nand2_1 4.1%"
mux_share = 0
adder_share = 0
synth_cell_types = 35
synth_top_cell_by_area = "buf_4"
ys_warn_count = 1
ys_seq_share = 0
ys_cells = 117
ys_sh_aoi = 0.351

[layout]
comb_area_um2 = 544
flops = 0
layout_top_cells = "102 x clkdlybuf4s50_1, 20 x a21o_1, 9 x nand2_1"
clock_buffers = 0
final-seq-area_um2 = 0
drive_gt1_frac = 0.0538
syn_to_final_growth_pct = 101
fillerInstances = 319
lay_top_count = "clkdlybuf4s50_1"
final_core_util = 0.483

[final_timing]
rsz0062_at_grt = "false"
fin_crit_sh = 0.901
layout_setup_ws_ps = 425
setup_tns_ps = 0
fin_crit_ps = 3870
finalSetupViolations = 0
hold_violations = 0
fmax_ghz = 0.258
slew_viol_final = 0
worstMarginPinSlew_ps = 553
relSlewSlack = 0.629

[worst_setup_path]
worstPathArrival_ps = 3010
cp-end-kind = "primary output"
required_ps = 3440
cp_max_fo = 13
crit_path_start_kind = "input port"
crit_type = "in -> out"

[route]
drt_wl_total_mm = 3.66
drtIter0Drc = 28
ant_nets = 0
diodes = 0
drt-wirelength-per-cell_um = 15.8
vias = 1045
viasPerCell = 4.50
drt-pass1-iter-count = 4
drc = 0

[run_status]
outcome = "complete, no violations"

[global_routing]
antenna_found_initial = 0
grt_pass1_wl_mm = 5.37
overflow = 0
grt_max_degree = 14
grt_pass1_vias = 1097
grt_use_total = 0.100

[place]
dp_hpwl_mm = 3.21
place_congestion = 0.841
dpl_worst_slack_ps = 416
io_buffers = 102

[clocking]
cts.repair.resized = 0
postCtsSetupBuffers = 0
cts-hold-fix-buffers = 0

[job]
openroad.warnings = 32
drv_cap = 0

[pwr]
cellPowerDensity_nw_per_um2 = 63.4
irDropWorstVdd_uv = 26.1
p_leak_nw = 0.744

[worst_hold_path]
min_path_type = "in -> out"
hold_path_depth = 2
[per-layer routing]
| metal | GRT usage | part of all wire | vias to the layer above |
|---|---|---|---|
| met2 | 0.169 | 0.46 | 64 |
| met3 | 0.0420 | 0.14 | 0 |
| met5 | 0 | 0 | - |
| li1 | - | - | 526 |
| met4 | 0 | 0 | 0 |
| met1 | 0.122 | 0.40 | 455 |
[final cells by class]
class | count | share of cell area
Inverter | 3 | 0.00683
Multi-Input combinational cell | 79 | 0.330
Tap cell | 46 | 0.0349
Timing Repair Buffer | 104 | 0.628
[where the power goes]
group | leakage, nW | total [W] | switching, W | internal, W
clock network | 0 | 0 | 0 | 0
registers | 0 | 0 | 0 | 0
logic | 0.744 | 0.000104 | 0.0000328 | 0.0000717
[worst max-delay path, cell delays in order]
cell,delay [ps]
clkdlybuf4s50_1,650
or2_2,430
a21boi_0,130
nor4b_1,310
a311o_1,170
clkdlybuf4s50_1,480
[cells by family (layout without fill, tap and decap cells)]
logic type             after synthesis  after routing
AND-OR/OR-AND                       38             38
buffers and inverters               38            107
AND/OR/NAND/NOR                     40             40
XOR/XNOR                             1              1
[metrics by stage]
stage / cells / power (W) / hold slack, ps / area [um2]
final: 232 / 0.000104 / 2550 / 1650
after global routing: 232 / 0.000114 / 2560 / 1650
after CTS: 232 / 0.000106 / 2550 / 1650
after detailed placement: 232 / 0.000106 / 2560 / 1650
after global placement: 232 / 0.000107 / 2550 / 1650
after floorplan: 117 / 0.0000407 / 1740 / 820
[synth_stat cells (2+ instances only)]
library cell  instances
nor2_1                5
nor3_1                4
a21oi_1               5
buf_2                 2
nand2_1               9
and2_1                8
buf_4                32
a21o_1               20
a22o_1                4
inv_1                 3
[final timing paths]
check	from	end	slack, ps
worst max-delay path	i_instr[2]	o_imm[11]	430
worst min-delay path	i_instr[17]	o_src1_reg_addr[2]	2550
No activity file was given, so power comes from the tool's default toggle rates.
